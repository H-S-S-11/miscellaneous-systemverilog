===== design.v =====
module counternbit #(
  parameter OUTPUTWIDTH = 6,
  parameter DIVISIONBITS = 0,
  parameter MAX = (2**OUTPUTWIDTH)-1,
  parameter TOP = (DIVISIONBITS+OUTPUTWIDTH-1)
)
(input logic clk, n_reset,
output logic [OUTPUTWIDTH-1:0] value);
logic [TOP:0] count, next_count;
logic [OUTPUTWIDTH-1:0] next_value;
assign value = count[TOP:(TOP-OUTPUTWIDTH+1)];
assign next_value = next_count[TOP:(TOP-OUTPUTWIDTH+1)];
always_comb begin
  next_count = count + 1;
end
always_ff @(posedge clk, negedge n_reset)
  if (~n_reset)
    count <= 0;
  else if (next_value > MAX)
    count <= 0;
  else
    count <= next_count;
endmodule

===== run.sh =====
#!/bin/bash
# OpenROAD 26Q1-2900-gdf79404cd8, Yosys 0.63+post, stock flow scripts
make -C /OpenROAD-flow-scripts/flow DESIGN_CONFIG=/design/flow/config.mk WORK_HOME=/design/flow/orfs finish

===== config.mk =====
export PLATFORM = sky130hd
export DESIGN_NAME = counternbit
export DESIGN_NICKNAME = counternbit
export VERILOG_FILES = /design/flow/design.v
export SDC_FILE = /design/flow/constraint.sdc
export NUM_CORES = 4
export LEC_CHECK = 1
export CORE_AREA = 10 10 70 70
export DIE_AREA = 0 0 80 80

===== constraint.sdc =====
current_design counternbit

set clk_period 1.8
set clk_io_pct 0.2

create_clock -name clk0 -period $clk_period [get_ports {clk}]

set non_clock_inputs [all_inputs -no_clocks]
set_input_delay [expr $clk_period * $clk_io_pct] -clock clk0 $non_clock_inputs
set_output_delay [expr $clk_period * $clk_io_pct] -clock clk0 [all_outputs]

==> job_summary.md <==
### Yosys + OpenROAD results

| Metric | Value |
|---|---|
| Synth Area per Inst | `12.8 um^2` |
| Chip footprint | `6400 um^2` |
| Synth async-reset ratio | `1.00` |
| First-pass GRT wire length | `910 um` |
| Worst Setup Start Kind | `register` |
| Post-Syn Area | `243 um^2` |
| Slew Viols, Final | `0` |
| Cell taking the most area after synthesis | `dfrtp_1` |
| Crit path DRT | `1.44 ns` |
| Worst R2R End | `count[4]` |
| Most flops, register | `count` |
| Hpwl dp | `439 um` |
| Sequential element share of the synthesized area | `0.619` |
| DP Cell Count | `72` |
| Outcome | `finished clean` |
| Post-synth EDFFs | `0` |
| Clock Sinks | `6` |
| Top cells by count | `6 x dfrtp_1, 3 x inv_1, 3 x nand3_1, 3 x xnor2_1, 2 x ha_1` |
| Max reg flops | `6` |
| Clock buffer depth | `2` |
| Worst Setup EP | `value[0]` |
| R2R cell count | `3` |
| N_diodes | `0` |
| Worst setup margin | `0.249 ns` |
| Antenna Nets Post-Route | `0` |
| CP delay by family, top | `buffers and inverters` |
| Largest net degree at the start of global routing | `7` |
| Post-synth regs | `6` |
| Resize count post-CTS | `0` |
| Leakage | `0.167 nW` |
| Core area | `3420 um^2` |
| Total number of vias | `169` |
| Synth-to-layout area growth | `61.9%` |
| Num rows | `21` |
| Post-Syn Instances | `19` |
| GRT Util Overall | `0.0202` |
| Count leader, synth | `dfrtp_1` |
| 1st-pass router iterations | `2` |
| Post-Route WL | `564 um` |
| Buf+Inv Stages, Crit Path | `1` |
| Crit Reg-Reg Startpoint | `count[0]` |
| CP Depth | `1` |
| Die y size | `80 um` |
| Min-delay worst type | `in -> async` |
| Post-synth area from yosys stat | `243 um^2` |
| CTS root buf | `clkbuf_4` |
| Final Non-Filler Cells | `75` |
| Top FF cell, synth | `dfrtp_1` |
| Min Tclk post-route | `1.55 ns` |
| Worst Setup SP | `count[0]` |
| Vias per cell | `2.25` |
| Total negative setup slack | `0 ns` |
| GR Overflow Total | `0` |
| Maximum fanout along the worst path | `6` |
| Final setup fails | `0` |
| Worst slack, placed | `0.504 ns` |
| Vias in the first global route | `191` |
| Crit path largest cell delay | `0.52 ns` |
| RSZ-0062 raised after global routing | `no` |
| Power Dens Cells | `664 nW/um^2` |
| CP cell instances | `clkdlybuf4s50_1` |
| Log Warnings | `27` |
| Worst-path clk slew | `0.04 ns` |
| Slew margin rel. | `0.819` |
| Chip Width | `80 um` |
| Max Fclk | `645 MHz` |
| Critical Path Sink Type | `primary output` |
| Fp_density | `0.0711` |
| Yosys cell count | `19` |
| Drt drc | `0` |
| Hold Violations, Final | `0` |
| Kind of critical path | `reg -> out` |
| Top Ports | `8` |
| Worst skew pair latency | `0.25 ns` |
| Reg-to-reg slack, setup | `0.80 ns` |
| Clock skew | `0.00212 ns` |
| Hold_buf cts | `0` |
| PortBufs | `7` |
| Worst path slowest cell | `clkdlybuf4s50_1` |
| CTS tree | `built` |
| Worst path arrival time | `1.19 ns` |
| Period Utilization, post-route | `0.862` |
| Layout cells sized above 1 | `0.103` |
| Number of antenna violations at the first check in global routing | `0` |
| Distinct cell type count after synthesis | `7` |
| GPL Wtd Cong | `0.696` |
| Slew @ Worst Pin | `0.270 ns` |
| Htree depth | `1` |
| Max cap viols | `0` |
| Number of post-CTS setup repair buffers | `0` |
| Total CTS buffers | `3` |
| Wire per inst | `7.52 um` |
| Max VDD drop | `164 uV` |
| Regs by FF count | `count (6)` |
| Max-area cell share | `0.619` |
| Synth warnings | `1` |
| Cell area leaders | `dfrtp_1 62%, xnor2_1 11%, ha_1 10%, nand3_1 6.2%, inv_1 4.6%` |
| DRT iter0 DRCs | `3` |
[layer usage]
layer  routed length (um)  vias to the layer above  track usage
met4                   10                        0      0.00528
met1                  266                       76       0.0222
met2                  129                       11       0.0193
li1                     -                       80            -
met5                    0                        -            0
met3                  158                        2       0.0307
[metrics by stage]
| step | utilization | instance area, um^2 | power, mW | hold WS, ns |
|---|---|---|---|---|
| finish | 0.115 | 393 | 0.261 | 0.354 |
| global route | 0.115 | 393 | 0.277 | 0.356 |
| CTS | 0.115 | 393 | 0.266 | 0.349 |
| detailed placement | 0.108 | 370 | 0.142 | 0.483 |
| global placement | 0.108 | 370 | 0.142 | 0.459 |
| floorplan | - | 243 | 0.137 | 0.0644 |
[area by class of cell]
class                           instances  area (um^2)
Clock buffer                            3         22.5
Inverter                                3         11.3
Fill cell                             398         3020
Timing Repair Buffer                    7         70.1
Sequential cell                         6          150
Multi-Input combinational cell         10         81.3
Tap cell                               46         57.6
[where the power goes]
group	total, mW	switching [mW]	internal [mW]
logic	0.00439	0.00246	0.00193
clock network	0.121	0.0459	0.0752
registers	0.135	0	0.135
[worst min-delay path by stage]
stage         endpoint    start  slack [ns]  cells past startpoint
CTS           count[5]  n_reset        0.35                      1
global route  count[1]  n_reset        0.36                      1
finish        count[3]  n_reset        0.35                      1
[cells by family (layout without fill, tap and decap cells)]
family                   after synthesis  in the layout  synth area share
flip-flops                             6              6             0.619
AND/OR/NAND/NOR                        4              4            0.0876
XOR/XNOR                               4              4             0.144
buffers and inverters                  3             13            0.0464
adder cells (fa/ha/maj)                2              2             0.103
[cells in the final DEF (no fill, tap or decap)]
cell and instances:
and3_1 1, clkbuf_4 3, clkdlybuf4s50_1 7, dfrtp_1 6, ha_1 2, inv_1 3
nand3_1 3, xnor2_1 3, xor2_1 1
[worst reg2reg max path: stages (launching register included)]
cell	delay, ns
dfrtp_1	0.43
ha_1	0.21
nand3_1	0.11
xnor2_1	0.14
Power and IR drop assume default switching activity.
