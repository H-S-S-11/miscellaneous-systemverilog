**flow/config.mk**
```make
export PLATFORM = sky130hd
export DESIGN_NAME = sevenseg
export DESIGN_NICKNAME = sevenseg
export VERILOG_FILES = /design/flow/design.v
export SDC_FILE = /design/flow/constraint.sdc
export NUM_CORES = 4
export LEC_CHECK = 1
export CORE_AREA = 10 10 70 70
export DIE_AREA = 0 0 80 80
```
**flow/constraint.sdc**
```tcl
current_design sevenseg

set clk_period 1.5
set clk_io_pct 0.2

create_clock -name clk0 -period $clk_period

set non_clock_inputs [all_inputs -no_clocks]
set_input_delay [expr $clk_period * $clk_io_pct] -clock clk0 $non_clock_inputs
set_output_delay [expr $clk_period * $clk_io_pct] -clock clk0 [all_outputs]
```
**flow/design.v**
```verilog
module sevenseg(output logic [6:0] data, 
                input logic [3:0] address);
always_comb
  unique casez (address)
    4'b0000 : data = 7'b1000000;  
    4'b0001 : data = 7'b1111001;  
    4'b0010 : data = 7'b0100100;  
    4'b0011 : data = 7'b0110000;  
    4'b0100 : data = 7'b0011001;  
    4'b0101 : data = 7'b0010010;  
    4'b0110 : data = 7'b0000010;  
    4'b0111 : data = 7'b1111000;  
    4'b1000 : data = 7'b0000000;  
    4'b1001 : data = 7'b0010000;  
    4'b1010 : data = 7'b0001000;  
    4'b1011 : data = 7'b0000011;  
    4'b1100 : data = 7'b1000110;  
    4'b1101 : data = 7'b0100001;  
    4'b1110 : data = 7'b0000110;  
    4'b1111 : data = 7'b0001110;  
    default : data = 7'b1111111;
  endcase
endmodule
```
**flow/run.sh**
```bash
#!/bin/bash
# OpenROAD 26Q1-2900-gdf79404cd8, Yosys 0.63+post, stock flow scripts
make -C /OpenROAD-flow-scripts/flow DESIGN_CONFIG=/design/flow/config.mk WORK_HOME=/design/flow/orfs finish
```
==> flow_metrics.tcl <==
# implementation run metrics
set metrics [dict create \
    place_congestion 0.7574 \
    syn_area_sq_um 275.3 \
    syn_inst 32 \
    warning_count 40 \
    n_clock_buffer 0 \
    avgSynthCellArea_sq_um 8.602 \
    grt_usage 0.02659 \
    coreArea_sq_um 3416 \
    drt-pass1-iter-count 2 \
    yosys_warnings 1 \
    hold_class "primary input to output port" \
    die-area_sq_um 6400 \
    crit_arrival_ns 1.32 \
    cp-end-kind "output port" \
    crit_path_start_kind "primary input" \
    period_needed_ns 1.618 \
    synth_cell_types 15 \
    clock.fmax_mhz 618.1 \
    grt_max_degree 7 \
    seqCellArea_sq_um 0 \
    cap_violations 0 \
    overflow 0 \
    p_leak_nw 0.2686 \
    synth.area.top_cells "ha_1 (32%), mux2i_1 (15%), mux4_1 (9.5%)" \
    fp-row-count 21 \
    path_class "primary input to output port" \
    antenna_found_initial 0 \
    dp_hpwl_um 609.5 \
    syn_to_final_growth_pct 119.1 \
    first_iter_violations 3 \
    viasPerCell 3.172 \
    ys_chip_area_sq_um 275.3 \
    mux_share 0.2818 \
    synthAdderAreaFrac 0.3182 \
    drc_errors 0 \
    gr-usage-met3 0.004545 \
    grt_use_met2 0.05056 \
    slew_headroom 0.8985 \
    cts.hold.buffers_added 0 \
    mostFrequentLayoutCells "buf_4 (8), ha_4 (5), buf_2 (5)" \
    min_period_over_period 1.079 \
    synth.cellmix.compoundShare 0.1545 \
    top_logic_kind "adder cells" \
    ys_cells 32 \
    synth_top_area_share 0.3182 \
    synth_seq_share 0 \
    post-place-ws_ns -1.020 \
    grt.busiest_layer "met2" \
    lay_top_count "buf_4" \
    drive_above_1_share 0.6604 \
    ff_count 0 \
    rsz0062_at_grt "yes" \
    grt_use_met1 0.03177 \
    ys_sh_xor 0 \
    totalPowerFinal_uw 141.7 \
    initCoreUtil 0.08059 \
    routedWlPerCell_um 9.051 \
    grt_pass1_vias 316 \
    drv_slew 0 \
    setup_violations 3 \
    simple_gate_share 0.1455 \
    wl_um 896 \
    boundaryPins 11 \
    grt_pass1_wl_mm 1.469 \
    status "finished, violations left" \
    peakVddDrop_uv 28.11 \
    powerDensity_nw_per_um2 234.9 \
    num_antenna_cells 0 \
    route.vias.total 314 \
    port_buffers 11 \
    violations "negative setup slack" \
    yosysTopAreaCell "ha_1" \
    setup_ws_ns -0.1178 \
    cp_max_fo 4 \
    dieHeight_um 80 \
    crit_required_ns 1.20 \
    final_hold_viol_count 0 \
    ant_nets 0 \
    die.size.x_um 80 \
    worstMarginPinSlew_ns 0.1480 \
]
critical path: stages:
cell and delay [ns]:
buf_8 0.11, inv_8 0.06, ha_4 0.13, and2b_2 0.21, or3b_1 0.34, o21ai_1 0.07
buf_2 0.11
metrics by stage:
step | hold slack, ns | setup TNS (ns) | std cells | instance area [sq um] | util
CTS | 1.089 | -0.4115 | 99 | 593.1 | 0.1736
detailed placement | 1.668 | -5.763 | 97 | 501.7 | 0.1469
global placement | 1.666 | -5.721 | 97 | 501.7 | 0.1469
floorplan | 0.7001 | 0 | 32 | 275.3 | -
finish | 1.063 | -0.3076 | 99 | 603.1 | 0.1766
global route | 1.099 | -0.4980 | 99 | 603.1 | 0.1766
final cells by class:
| cell class | count | area (sq um) |
|---|---|---|
| Fill cell | 375 | 2813 |
| Inverter | 3 | 26.28 |
| Multi-Input combinational cell | 27 | 319.1 |
| Tap cell | 46 | 57.56 |
| Timing Repair Buffer | 23 | 200.2 |
cell usage after synthesis:
cell     count
buf_6        1
a32o_1       1
and2b_2      1
nand2_1      1
or3b_1       1
inv_1        3
buf_2        1
o21ai_0      2
a21oi_1      1
mux2_2       1
a22o_1       2
mux2i_1      4
nor2_1       5
mux4_1       1
ha_1         7
kinds of logic (layout without fill, tap and decap cells):
group,after synthesis,count (layout)
AOI/OAI and AO/OA,6,6
and+or+nand+nor,8,8
buffers and inverters,5,26
adders and majority gates,7,7
muxes,6,6
worst paths after layout:
path                  startpoint       to  slack [ns]  cells past startpoint
worst min-delay path  address[0]  data[1]        1.06                      4
worst max-delay path  address[1]  data[0]       -0.12                      7
layer usage:
metal	share of wire	up-vias
met3	0.054	0
met2	0.50	6
met5	0	-
li1	-	160
met1	0.45	148
met4	0	0
power breakdown:
part	internal, mW	switching (mW)	total (mW)
Clock	0	0	0
Combinational	0.0843	0.0573	0.142
Sequential	0	0	0
timing repair:
item	4_1_cts	5_1_grt
pin swaps	4	2
cloned	1	0
endpoints found under the setup margin	7	6
buffers inserted	2	0
resized	58	9
Power and IR drop assume default switching activity.
